===== flow/config.mk =====
export PLATFORM = sky130hd
export DESIGN_NAME = Lab4
export DESIGN_NICKNAME = Lab4
export VERILOG_FILES = /design/flow/design.v
export SDC_FILE = /design/flow/constraint.sdc
export NUM_CORES = 4
export LEC_CHECK = 1
export CORE_UTILIZATION = 30

===== flow/constraint.sdc =====
current_design Lab4

set clk_period 3.7
set clk_io_pct 0.2

create_clock -name clk0 -period $clk_period [get_ports {cin}]

set non_clock_inputs [all_inputs -no_clocks]
set_input_delay [expr $clk_period * $clk_io_pct] -clock clk0 $non_clock_inputs
set_output_delay [expr $clk_period * $clk_io_pct] -clock clk0 [all_outputs]

===== flow/design.v =====
module Lab4(cin, oneSec, tenSec, reset, pause, shotClockSelector);
input cin, reset, pause, shotClockSelector;
reg finiteState = 0;
reg toggle;
reg[31:0] count;
reg[4:0] shotClock = 5'd24;
output reg [6:0] tenSec;
output reg [6:0] oneSec;
parameter D = 32'd25000000;
always @(posedge cin)
begin
		if(pause == 1'b0) begin
			finiteState <= ~finiteState;
		end
		if (reset == 1'b0) begin
			shotClock <= shotClockSelector ? 5'd30 : 5'd24;
			finiteState <= 0;
		end 
		count <= count + 32'd1;
      if (count >= (D - 32'd1)) begin
         count <= 32'd0;
         toggle <= ~toggle;			
			if (shotClock > 5'd0 && toggle && ~finiteState) begin
				shotClock <= shotClock + 5'd1;	
			end
      end
		case (shotClock / 10) 
			5'd1: tenSec <= 7'b1111001;
			5'd2: tenSec <= 7'b0100100;
			5'd3: tenSec <= 7'b0110000;
			5'd4: tenSec <= 7'b0011001;
			5'd5: tenSec <= 7'b0010010;
			5'd6: tenSec <= 7'b0000010;
			5'd7: tenSec <= 7'b1111000;
			5'd8: tenSec <= 7'b0000000;
			5'd9: tenSec <= 7'b0011000;
			default: oneSec <= 7'b1000000;  
		endcase	
		case (shotClock % 10)
			5'd1: oneSec <= 7'b1111001;
			5'd2: oneSec <= 7'b0100100;
			5'd3: oneSec <= 7'b0110000;
			5'd4: oneSec <= 7'b0011001;
			5'd5: oneSec <= 7'b0010010;
			5'd6: oneSec <= 7'b0000010;
			5'd7: oneSec <= 7'b1111000;
			5'd8: oneSec <= 7'b0000000;
			5'd9: oneSec <= 7'b0011000;
			default: oneSec <= 7'b1000000;  
		endcase	
end
endmodule

===== flow/run.sh =====
#!/bin/bash
# OpenROAD 26Q1-2900-gdf79404cd8, Yosys 0.63+post, stock flow scripts
make -C /OpenROAD-flow-scripts/flow DESIGN_CONFIG=/design/flow/config.mk WORK_HOME=/design/flow/orfs finish

==> deck_impl_summary.md <==
Run Summary

Pwr
  • Pwr Total: 1.66 mW
  • Worst vdd ir: 0.000220 V
  • Cell Pwr Density: 580 nW/um^2
  • Leakage: 1.07 nW

Detailed routing
  • WL final: 4440 um
  • Final ANT Viol Nets: 0
  • Via count: 1902
  • 1st-pass router iterations: 4
  • Vias per std cell: 4.82
  • Routed len/inst: 11.2 um
  • Drt first-iter violations: 64
  • Drt drc: 0
  • Diodes inserted: 0

Synth
  • Area fraction in mux cells: 0.849%
  • Yosys cell types: 55
  • Yosys cell count: 271
  • Xor/xnor share: 8.04%
  • Simple-Gate Area Share: 24.1%
  • Total of warnings raised by yosys: 1
  • Avg Cell Area, Syn: 9.24 sq um
  • Comb area leader: simple AND/OR/NAND/NOR gates
  • Post-synth regs: 50
  • Post-synthesis async set-or-reset flop share: 0%
  • Mapped cell area: 2500 sq um
  • Mapped Cells: 271
  • Post-synth area from yosys stat: 2500 sq um
  • Commonest flop: dfxtp_1
  • Post-synth EDFFs: 5
  • Adder share: 6.79%
  • Synth Seq Share: 42.0%
  • AO/OA Area Share: 13.3%

Placement
  • Routability congestion estimate: 0.843
  • Placed insts: 387
  • Port bufs: 16
  • Dpl cell area: 2770 sq um
  • Dpl hpwl: 3130 um

Floorplanning
  • Die height: 93.4 um
  • Num ports: 18
  • CORE AREA: 7890 sq um
  • Chip area: 8720 sq um
  • Floorplan utilization: 31.8%
  • Chip Width: 93.4 um
  • Rows: 32

Global route
  • Overflow after GRT: 0
  • First-pass GRT wire length: 8050 um
  • Largest net degree at the start of global routing: 27
  • Vias in the first global route: 1783
  • Antenna violations before repair: 0
  • Total GRT Usage: 11.4%

Flow run
  • MaxCap Viol Count: 0
  • OpenROAD warning count: 31

CTS
  • CTS clk-pin slew, worst paths: 0.11 ns
  • Total clock sinks: 50
  • Clk root buf: clkbuf_8
  • H-tree levels: 2
  • CTS Buf Count: 5
  • CTS tree: built
  • Post-CTS sizing: 0
  • Late-Pin Clk Latency: 0.32 ns
  • Hold-fix buffers, CTS: 0
  • CTS Buffer Depth: 2
  • Setup Fix Bufs, Post-CTS: 0

Setup path
  • CP Cell Sequence: ha_1, nor2b_1, a21oi_1, o21ai_0, and3_1, inv_1, ha_1, or3b_2, a22oi_1
  • Endpoint class of the critical path: register
  • Worst-path fanout max: 19
  • Worst setup SP type: register
  • Crit path largest cell delay: 0.70 ns
  • CP delay by family, top: simple AND/OR/NAND/NOR gates
  • Worst Path Class, Setup: reg2reg
  • Reg2reg setup slack: 0.72 ns
  • Reg2reg path depth: 9
  • CP Data Arrival Time: 3.22 ns
  • Worst path most repeated cell: ha_1
  • Worst r2r src: shotClock[4]
  • Buffers and inverters on the worst path: 1
  • WP data required: 3.94 ns
  • Critical path's slowest cell: dfxtp_1
  • Reg-to-Reg End: oneSec[3]

STA
  • Max_slew headroom: 42.1%
  • Unrepaired setup endpoints after global routing: false
  • Final Hold Viols: 0
  • Fin crit period: 2.98 ns
  • Tcrit/Tclk final: 80.5%
  • Max Clock Skew: 0.0132 ns
  • Setup Viol. Count Final: 0
  • Hold_ws: 0.452 ns
  • Final setup TNS: 0 ns
  • Fin. max-slew vios: 0
  • Max Fclk: 0.336 GHz
  • Actual slew at the worst max-slew pin: 0.861 ns

Run status
  • Run status: complete, no violations

Cells and area
  • Proportion of layout cells with a drive suffix above 1: 5.46%
  • Fin area: 2870 sq um
  • Synth-to-layout area growth: 14.4%
  • Top Layout Cells: dfxtp_1 (45), nor2_1 (33), nand2_1 (19), xor2_1 (17), clkdlybuf4s50_1 (16)
  • Final cell count without fillers: 395
  • Top cell excl fill/tap: dfxtp_1

Min path
  • Hold path start: count[0]
  • Worst Hold Depth: 1
  • Worst Hold Class: reg2reg
  • Hold Path Sink: count[0]
## cells in the mapped netlist (all sizes together) (2+ instances only)
library cell | number | area share, %
nand4 | 11 | 2.7
a41oi | 3 | 1.0
nand3 | 6 | 1.2
nor4 | 5 | 1.2
inv | 12 | 1.8
a21oi | 7 | 1.4
o21ai | 7 | 1.4
nor4b | 3 | 1.0
a211oi | 2 | 0.60
edfxtp | 5 | 6.0
conb | 2 | 0.30
xor2 | 17 | 5.9
nor2b | 4 | 1.0
nor3 | 8 | 1.6
xnor2 | 6 | 2.1
dfxtp | 45 | 36
a21boi | 2 | 0.60
a21o | 3 | 0.90
and4 | 3 | 1.0
buf | 6 | 2.0
a221oi | 2 | 0.70
a211o | 2 | 0.70
nor4bb | 3 | 1.2
nor3b | 2 | 0.60
nand2b | 4 | 1.0
a2bb2oi | 2 | 0.70
maj3 | 2 | 0.80
nor2 | 33 | 4.9
and2 | 2 | 0.50
clkbuf | 6 | 0.90
ha | 12 | 6.0
and3 | 7 | 1.7
nand2 | 19 | 2.8
## worst max path at each step
stage	start	to	slack (ns)	cells after the start
CTS	shotClock[4]	oneSec[3]	0.77	9
global route	shotClock[4]	oneSec[3]	0.42	9
finish	shotClock[4]	oneSec[3]	0.72	9
## layout make-up
class,instances,area (sq um)
inverters,12,45.0
fillers,775,5020
multi-input cells,204,1360
well taps,102,128
clock inverters,3,28.8
repair buffers,19,183
clock buffers,5,68.8
flip-flops and latches,50,1050
## where the power goes
group | switching [mW] | internal [mW]
logic | 0.333 | 0.325
registers | 0.0410 | 0.625
clock network | 0.199 | 0.142
## sequential cells by signal, summed over array words and instances, names as in the netlist
| signal | cells |
|---|---|
| finiteState | 1 |
| toggle | 1 |
| shotClock | 5 |
| tenSec | 4 |
| count | 32 |
| oneSec | 7 |
## per-layer routing
| layer | global-route usage (%) | vias to the layer above | wire [um] |
|---|---|---|---|
| met5 | 0 | - | 0 |
| met1 | 17.1 | 863 | 2300 |
| met4 | 1.79 | 0 | 84 |
| met3 | 1.82 | 10 | 138 |
| li1 | - | 1000 | - |
| met2 | 17.8 | 29 | 1920 |
## stage by stage
stage	setup slack, ns	util (%)
final	0.723	36.3
after global routing	0.424	36.3
after CTS	0.765	36.3
after detailed placement	0.764	35.1
after global placement	0.853	35.1
after floorplan	1.06	-
## worst register-to-register path: cells and delay by family, from the launching register on
family                   cells  cell delay [ns]
AND-OR/OR-AND                3             0.50
flip-flops                   1             0.70
adder cells (fa/ha/maj)      2             0.64
buffers and inverters        1             0.10
AND/OR/NAND/NOR              3             0.98
## logic make-up (layout without fill, tap and decap cells)
logic type | Yosys count | count (layout)
and+or+nand+nor | 114 | 114
DFF | 50 | 50
AOI/OAI and AO/OA | 42 | 42
buffers and inverters | 24 | 39
xor gates and xnor gates | 23 | 23
adders and majority gates | 14 | 14
other | 2 | 9
muxes | 2 | 2
Power and IR drop assume default switching activity.
