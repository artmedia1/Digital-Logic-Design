==> design/flow/config.mk <==
export PLATFORM = sky130hd
export DESIGN_NAME = Lab3
export DESIGN_NICKNAME = Lab3
export VERILOG_FILES = /design/flow/design.v
export SDC_FILE = /design/flow/constraint.sdc
export NUM_CORES = 4
export LEC_CHECK = 1
export CORE_AREA = 10 10 72 72
export DIE_AREA = 0 0 82 82
==> design/flow/design.v <==
module Lab3(a0,a1,s,result,b,c, negativeSign);
	input [3:0] a0;
	input [3:0] a1;
	input s;
	reg cin1, temp;
	wire wire1, wire2, wire3, wire4, logic1, logic2, logic3, logic4;
	wire [3:0] sum;
	output [6:0] b;
	output [6:0] c;
	output [6:0] result;
	output [2:0] negativeSign;
    xor(logic1, s, a1[3]);
    xor(logic2, s, a1[2]);
    xor(logic3, s, a1[1]);
    xor(logic4, s, a1[0]);
    fulladder fa0(a0[3],logic1,s,wire1);
	 assign sum[3] = (a0[3] ^ logic1 ^ s);
    fulladder fa1(a0[2],logic2,wire1,wire2);
	 assign sum[2] = (a0[2] ^ logic2 ^ wire1);
    fulladder fa2(a0[1],logic3,wire2,wire3);
	 assign sum[1] = (a0[1] ^ logic3 ^ wire2);
    fulladder fa3(a0[0],logic4,wire3,wire4);
	 assign sum[0] = (a0[0] ^ logic4 ^ wire3);
	 xor(logic5, s, wire4);
	assign negativeSign[2] = (wire4 & s);
	assign negativeSign[1] = (wire4 & ~s);
	assign negativeSign[0] = (wire4 & ~s);
	assign b[0] = (~a0[0]&a0[1]&~a0[2]&~a0[3]) | (a0[0]&~a0[1]&a0[2]&a0[3]) | (a0[0]&a0[1]&~a0[2]&a0[3]) + (~a0[0]&~a0[1]&~a0[2]&a0[3]);
	assign b[1] = (~a0[0]&a0[1]&~a0[2]&a0[3]) | (a0[0]&a0[1]&~a0[3]) | (a0[0]&a0[2]&a0[3]) | (a0[1]&a0[2]&~a0[3]);
	assign b[2] = (~a0[0]&~a0[1]&a0[2]&~a0[3]) | (a0[0]&a0[1]&a0[2]) | (a0[0]&a0[1]&~a0[3]); 
	assign b[3] = (~a0[0]&~a0[1]&~a0[2]&a0[3]) | (~a0[0]&a0[1]&~a0[2]&~a0[3]) | (~a0[0]&a0[1]&a0[2]&a0[3]) | (a0[0]&~a0[1]&a0[2]&~a0[3]) | (a0[0]&a0[1]&a0[2]&a0[3]);
	assign b[4] = (~a0[0]&~a0[1]&~a0[2]&a0[3]) | (~a0[0]&~a0[1]&a0[2]&a0[3]) | (~a0[0]&a0[1]&~a0[2]&~a0[3]) | (~a0[0]&a0[1]&~a0[2]&a0[3]) | (~a0[0]&a0[1]&a0[2]&a0[3]) | (a0[0]&~a0[1]&~a0[2]&a0[3]);
	assign b[5] = (a0[0]&a0[1]&~a0[2]&a0[3]) | (~a0[0]&~a0[1]&a0[3]) | (~a0[0]&~a0[1]&a0[2]) | (~a0[0]&a0[2]&a0[3]);
	assign b[6] = (~a0[0]&a0[1]&a0[2]&a0[3]) | (a0[0]&a0[1]&~a0[2]&~a0[3]) | (~a0[0]&~a0[1]&~a0[2]);
	assign c[0] = (~a1[0]&a1[1]&~a1[2]&~a1[3]) | (a1[0]&~a1[1]&a1[2]&a1[3]) | (a1[0]&a1[1]&~a1[2]&a1[3]) + (~a1[0]&~a1[1]&~a1[2]&a1[3]);
	assign c[1] = (~a1[0]&a1[1]&~a1[2]&a1[3]) | (a1[0]&a1[1]&~a1[3]) | (a1[0]&a1[2]&a1[3]) | (a1[1]&a1[2]&~a1[3]);
	assign c[2] = (~a1[0]&~a1[1]&a1[2]&~a1[3]) | (a1[0]&a1[1]&a1[2]) | (a1[0]&a1[1]&~a1[3]); 
	assign c[3] = (~a1[0]&~a1[1]&~a1[2]&a1[3]) | (~a1[0]&a1[1]&~a1[2]&~a1[3]) | (~a1[0]&a1[1]&a1[2]&a1[3]) | (a1[0]&~a1[1]&a1[2]&~a1[3]) | (a1[0]&a1[1]&a1[2]&a1[3]);
	assign c[4] = (~a1[0]&~a1[1]&~a1[2]&a1[3]) | (~a1[0]&~a1[1]&a1[2]&a1[3]) | (~a1[0]&a1[1]&~a1[2]&~a1[3]) | (~a1[0]&a1[1]&~a1[2]&a1[3]) | (~a1[0]&a1[1]&a1[2]&a1[3]) | (a1[0]&~a1[1]&~a1[2]&a1[3]);
	assign c[5] = (a1[0]&a1[1]&~a1[2]&a1[3]) | (~a1[0]&~a1[1]&a1[3]) | (~a1[0]&~a1[1]&a1[2]) | (~a1[0]&a1[2]&a1[3]);
	assign c[6] = (~a1[0]&a1[1]&a1[2]&a1[3]) | (a1[0]&a1[1]&~a1[2]&~a1[3]) | (~a1[0]&~a1[1]&~a1[2]);
	assign result[0] = (~sum[0]&sum[1]&~sum[2]&~sum[3]) | (sum[0]&~sum[1]&sum[2]&sum[3]) | (sum[0]&sum[1]&~sum[2]&sum[3]) + (~sum[0]&~sum[1]&~sum[2]&sum[3]);
	assign result[1] = (~sum[0]&sum[1]&~sum[2]&sum[3]) | (sum[0]&sum[1]&~sum[3]) | (sum[0]&sum[2]&sum[3]) | (sum[1]&sum[2]&~sum[3]);
	assign result[2] = (~sum[0]&~sum[1]&sum[2]&~sum[3]) | (sum[0]&sum[1]&sum[2]) | (sum[0]&sum[1]&~sum[3]); 
	assign result[3] = (~sum[0]&~sum[1]&~sum[2]&sum[3]) | (~sum[0]&sum[1]&~sum[2]&~sum[3]) | (~sum[0]&sum[1]&sum[2]&sum[3]) | (sum[0]&~sum[1]&sum[2]&~sum[3]) | (sum[0]&sum[1]&sum[2]&sum[3]);
	assign result[4] = (~sum[0]&~sum[1]&~sum[2]&sum[3]) | (~sum[0]&~sum[1]&sum[2]&sum[3]) | (~sum[0]&sum[1]&~sum[2]&~sum[3]) | (~sum[0]&sum[1]&~sum[2]&sum[3]) | (~sum[0]&sum[1]&sum[2]&sum[3]) | (sum[0]&~sum[1]&~sum[2]&sum[3]);
	assign result[5] = (sum[0]&sum[1]&~sum[2]&sum[3]) | (~sum[0]&~sum[1]&sum[3]) | (~sum[0]&~sum[1]&sum[2]) | (~sum[0]&sum[2]&sum[3]);
	assign result[6] = (~sum[0]&sum[1]&sum[2]&sum[3]) | (sum[0]&sum[1]&~sum[2]&~sum[3]) | (~sum[0]&~sum[1]&~sum[2]);
endmodule
module fulladder (a, b, cin, cout);
	input a, b, cin;
	output cout;
	assign cout = (a & b) | (a & cin) | (b & cin);
endmodule 
==> design/flow/run.sh <==
#!/bin/bash
# OpenROAD 26Q1-2900-gdf79404cd8, Yosys 0.63+post, stock flow scripts
make -C /OpenROAD-flow-scripts/flow DESIGN_CONFIG=/design/flow/config.mk WORK_HOME=/design/flow/orfs finish
==> design/flow/constraint.sdc <==
current_design Lab3

set clk_period 5.6
set clk_io_pct 0.2

create_clock -name clk0 -period $clk_period

set non_clock_inputs [all_inputs -no_clocks]
set_input_delay [expr $clk_period * $clk_io_pct] -clock clk0 $non_clock_inputs
set_output_delay [expr $clk_period * $clk_io_pct] -clock clk0 [all_outputs]
==> impl_metrics.py <==
# Flow results
metrics = {
    "floorplan": {
        "initial_core_util_pct": 20.8,
        "num_io_pins": 33,
        "die_w_um": 82,
        "core_um2": 3690,
        "dieHeight_um": 82,
        "rows": 22,
        "die-area_um2": 6720,
    },
    "drt": {
        "drc": 0,
        "vias_per_cell": 4.42,
        "drtIter0Drc": 72,
        "wire_per_inst_um": 11.0,
        "drt_first_pass_iters": 5,
        "via_count": 839,
        "diodes": 0,
        "wirelength_mm": 2.09,
        "drtAntennaViolNets": 0,
    },
    "status": {
        "status": "complete, no violations",
    },
    "layout": {
        "stdcell_count": 190,
        "layout.cells.most_common_list": "clkdlybuf4s50_1 (33), nand2_1 (14), a21oi_1 (11)",
        "lay_top_count": "clkdlybuf4s50_1",
        "ff_count": 0,
        "drive_gt1_share_pct": 5.63,
        "syn2layout_area_growth_pct": 44.5,
        "fin_area_um2": 1110,
        "fillers": 412,
        "register_area_um2": 0,
        "n_clock_buffer": 0,
    },
    "place": {
        "port_buffers": 33,
        "place_inst": 190,
        "dpl_cell_area_um2": 1110,
        "dp_hpwl_mm": 1.69,
        "place_congestion": 0.772,
    },
    "worst_setup_path": {
        "critPathArrivalTime_ps": 4230,
        "crit_chain": "clkdlybuf4s50_1 -> xnor2_1 -> fa_1 -> inv_1 -> fa_1 -> inv_1 -> fa_1 -> nand2b_1 -> a21oi_1 -> a2bb2oi_1 -> clkdlybuf4s50_1",
        "crit_slowest_cell": "fa_1",
        "crit_required_ps": 4480,
        "path_common_cell": "fa_1",
        "endpoint_kind": "output pin",
        "critPathTopFamily": "adder cells",
        "cp_max_fo": 11,
        "path_class": "input port to output pin",
        "crit_path_max_incr_delay_ps": 680,
        "critPathBufInv": 4,
        "cp-start-kind": "input port",
    },
    "global_routing": {
        "grt_pass1_vias": 734,
        "grt_pass1_wl_mm": 3.35,
        "antenna_found_initial": 0,
        "grt_usage_pct": 5.87,
        "grt-ovfl-total": 0,
        "grt_max_degree": 18,
    },
    "yosys": {
        "synth_seq_share_pct": 0,
        "ys_cells": 119,
        "syn_area_um2": 767,
        "syn-instance-count": 119,
        "yosysWarningCount": 1,
        "synthDistinctLibCells": 31,
        "syn_avg_cell_area_um2": 6.45,
        "synth-area-yosys_um2": 767,
    },
    "timing": {
        "holdWs_ps": 3280,
        "setup_tns_ps": 0,
        "rsz0062_at_grt": "no",
        "setup_violations": 0,
        "finalHoldViolCount": 0,
        "maxSlewViolCount": 0,
        "fmax_mhz": 187,
        "tightest_slew_ps": 463,
        "slew_headroom_pct": 69.1,
        "period_minus_slack_ps": 5350,
        "period_used_pct": 95.5,
    },
    "clock_network": {
        "post_cts_buffers": 0,
        "ctsHoldBuffers": 0,
        "post_cts_resized": 0,
    },
    "hold_path": {
        "hold_class": "input port to output pin",
    },
    "power_and_ir_drop": {
        "peakVddDrop_uv": 56.5,
        "power.internal_mw": 0.0963,
        "switching_power_mw": 0.0680,
        "leakage_nw": 0.436,
        "seq_power_share_pct": 0,
        "combPwrFrac_pct": 100.0,
        "clock_power_share_pct": 0,
        "pwr_density_cell_nw_per_um2": 148,
        "sw_frac_of_total_pct": 41.4,
    },
    "flow_run": {
        "drv_cap": 0,
        "tool_warnings": 32,
    },
}
-- layer usage --
layer / vias to the layer above / track usage, % / wire length (um)
met4: 0 / 0 / 0
met5: - / 0 / 0
met3: 0 / 1.87 / 182
met1: 360 / 8.11 / 975
li1: 460 / - / -
met2: 19 / 9.33 / 934
-- worst paths after layout --
| path | start | endpoint | slack, ps | depth (start not counted) |
|---|---|---|---|---|
| worst min-delay path | a0[2] | b[2] | 3280 | 4 |
| worst max-delay path | s | result[3] | 250 | 11 |
-- tightest hold or removal path, delay by kind of cell --
family                 cells  cell delay, ps
buffers and inverters      3             950
AND-OR/OR-AND              1              90
-- logic make-up (layout without fill, tap and decap cells) --
group,Yosys count,after routing,share of synthesized area [%]
buffers and inverters,21,44,14.2
AND-OR/OR-AND,37,37,32.1
XOR/XNOR,7,7,10.4
multiplexers,3,3,3.92
adder cells (fa/ha/maj),3,3,7.83
AND/OR/NAND/NOR,48,48,31.5
-- cell type report --
cell class | count | area, um2 | area share [%]
inverters | 6 | 22.5 | 2.03
multi-input cells | 98 | 658 | 59.4
well taps | 48 | 60.1 | 5.42
repair buffers | 38 | 368 | 33.2
-- power by group through the flow --
| stage | clock network [mW] | logic [mW] | registers [mW] |
|---|---|---|---|
| final | 0 | 0.164 | 0 |
| after global routing | 0 | 0.184 | 0 |
| after CTS | 0 | 0.167 | 0 |
-- Yosys cell counts, types with 3 or more instances --
master / n / area, um2
a21oi_1: 11 / 55.1
nor2b_1: 4 / 25.0
o2bb2ai_1: 3 / 26.3
nand3_1: 3 / 15.0
mux2i_1: 3 / 30.0
xnor2_1: 5 / 43.8
or3_1: 3 / 18.8
buf_4: 3 / 22.5
o211ai_1: 3 / 22.5
inv_1: 6 / 22.5
nor3_1: 5 / 25.0
buf_2: 9 / 45.0
o22ai_1: 6 / 37.5
a21o_1: 3 / 22.5
fa_1: 3 / 60.1
nand2_1: 14 / 52.6
nand2b_1: 10 / 62.6
o21ai_0: 4 / 20.0
nor2_1: 6 / 22.5
-- metrics by stage --
stage               utilization [%]  power, mW  setup WS [ps]
floorplan                         -     0.0915           1180
global placement               30.1      0.167            294
detailed placement             30.1      0.167            244
CTS                            30.1      0.167            246
global route                   30.1      0.184           76.8
finish                         30.1      0.164            254
Power figures rest on the tool's default switching activity, not on a simulated workload.
