`/design/flow/run.sh`:
```
#!/bin/bash
# OpenROAD 26Q1-2900-gdf79404cd8, Yosys 0.63+post, stock flow scripts
make -C /OpenROAD-flow-scripts/flow DESIGN_CONFIG=/design/flow/config.mk WORK_HOME=/design/flow/orfs finish
```
`/design/flow/config.mk`:
```
export PLATFORM = sky130hd
export DESIGN_NAME = debounce
export DESIGN_NICKNAME = debounce
export VERILOG_FILES = /design/flow/design.v
export SDC_FILE = /design/flow/constraint.sdc
export NUM_CORES = 4
export LEC_CHECK = 1
export CORE_AREA = 10 10 109 109
export DIE_AREA = 0 0 119 119
```
`/design/flow/constraint.sdc`:
```
current_design debounce

set clk_period 3.1
set clk_io_pct 0.2

create_clock -name clk0 -period $clk_period [get_ports {clk}]

set non_clock_inputs [all_inputs -no_clocks]
set_input_delay [expr $clk_period * $clk_io_pct] -clock clk0 $non_clock_inputs
set_output_delay [expr $clk_period * $clk_io_pct] -clock clk0 [all_outputs]
```
`/design/flow/design.v`:
```
module debounce(clk, b, d);
input clk; 			 
input b; 			 
output reg d = 0; 	 
reg [22:0] timer = 23'b0;			 
reg ignore = 0;						 
always @(posedge clk) begin
	if (ignore == 1) begin
		timer <= timer + 23'b1;
	end else if (d != b) begin
		 d <= b;
		 ignore <= 1;
	end
	if (timer  == 23'd5000000) begin
		timer <= 23'd0;
		ignore <= 0;
	end
end
endmodule
```
==> out/metrics.cfg <==
[floorplan]
die_w_um=119
die-area_um2=14160
placementRows=36
die_h_um=119
fp_util=0.1172
core_area_um2=9639
io_pins=3

[logic_synthesis]
synth_area_um2=1130
ys_cells=119
yosys.stat.seqShare=0.4518
ys_ff=25
ys.flop_type=dfxtp_1
avgSynthCellArea_um2=9.494
ys_area_um2=1130
ys_warn_count=1
ys_types=29
ys_async_sr_fraction=0
syn_inst=119
edf_count=1

[global_route]
use_met1=0.04250
busiest_layer=met2
met3_usage=0.004796
grt_use_total=0.02871
gr-usage-met2=0.04357
grt_pass1_vias=785
antenna_found_initial=0
grt_pass1_wl_um=3622
grt_overflow=0
grt_max_degree=14

[route]
vias=844
vias_per_cell=3.310
totalWireLength_um=1991
drc=0
antenna_cells_inserted=0
wire_per_inst_um=7.808
drtIter0Drc=35
ant_nets=0
firstDrtPassIters=4

[cts]
clockBufferDepth=2
clock_sinks=25
cts_max_level=1
clock_latency_ns=0.26
cts_hold_buffers=0
cts-root-buf=clkbuf_8
cts_tree=built
cts_setup_buffers=0
cts_repair_resize_count=0
path_clk_slew_ns=0.08
cts_made_buffers=3

[cells_and_area]
layout_top_cell=dfxtp_1
drive_above_1_share=0.09016
final_cell_mix=24 x dfxtp_1, 16 x xnor2_1, 12 x nor2_1
fill_cells=1105
design_area_um2=1356
area_delta_synth_final_pct=20.04

[setup_path]
cp_cell_sequence=ha_1 -> nand3_1 -> or4_1 -> or4_4 -> a21oi_2
critPathMaxFanout=5
path_class=register to register
cp_num_buf_inv=0
arrival_ns=2.24
required_ns=3.30
start_kind=register
r2r_start=timer[0]
worst_r2r_path_depth=5
crit_family=simple AND/OR/NAND/NOR gates
crit_path_start=timer[0]
critPathCaptureType=register
cpMaxStageDelayCell=or4_1
worstSetupPathDepth=5
cpPeakStageDelay_ns=0.55

[sta]
finalCritPeriodShare=0.6569
worstMarginPinSlew_ns=0.7010
period_needed_ns=2.036
fin_skew_ns=0.003301
slew_viol_final=0
setup_slack_ns=1.064
max_freq_mhz=491.1
setup_violations=0
rsz0062_at_grt=false
hold_viol=0
slew_headroom=0.5283
fin_tns_setup_ns=0

[status]
status=completed

[pwr]
ir_worst_vdd_mv=0.2250
p_leak_uw=0.0004097
power.density_nw_per_um2=378.0

[flow_run]
drv_cap=0
warning_count=26

[place]
port_buffers=2
dpl_worst_slack_ns=1.102
place_congestion=0.8394
dp_hpwl_um=1441
placed_area_um2=1311

[worst_hold_path]
min_path_type=register to register
worst_hold_path.num_cells=1
hold_start=timer[13]

-- cells in the mapped netlist, types with 2 or more instances --
library cell,instances,share of area
dfxtp_1,24,0.43
inv_1,5,0.017
nor4_1,6,0.033
nand2_1,5,0.017
mux2i_1,2,0.018
xor2_1,4,0.031
ha_1,2,0.022
nor2_1,12,0.040
nand4_1,10,0.055
nor3_1,4,0.018
buf_2,2,0.0089
a21oi_1,3,0.013
and4_1,2,0.016
nand3_1,5,0.022
and3_1,2,0.011
nor4bb_1,2,0.018
xnor2_1,16,0.12
nand2_2,2,0.011
-- logic make-up (layout without fill, tap and decap cells) --
group           count (synthesis)  count (layout)  synth area share
xor+xnor                       20              20            0.1550
flops                          25              25            0.4518
fa+ha+maj                       2               2           0.02214
compound gates                  6               6           0.03544
simple gates                   55              55            0.2846
buf+inv                         9              12           0.03322
mux                             2               2           0.01772
-- per-layer routing --
layer	wire length (µm)	up-vias
li1	-	432
met1	1047	391
met2	865	13
met3	42	8
met4	36	0
met5	0	-
-- stage by stage --
stage,hold WS (ns),instances,total power (µW),util
2_1_floorplan,0.4492,119,331.1,-
3_3_place_gp,0.4959,251,332.6,0.1360
3_5_place_dp,0.4972,251,332.7,0.1360
4_1_cts,0.5111,255,514.9,0.1407
5_1_grt,0.5209,255,536.0,0.1407
6_report,0.5069,255,512.7,0.1407
-- where the power goes --
part	internal, µW	total (µW)	switching (µW)
logic	1.54	2.25	0.714
clock network	91.7	188	96.0
registers	323	323	0
-- cell type report --
cell class | count | area [µm²] | area share
timing repair buffer | 3 | 27.53 | 0.02030
inverter | 5 | 18.77 | 0.01384
multi-input combinational | 85 | 588.1 | 0.4336
clock buffer | 4 | 45.04 | 0.03321
sequential | 25 | 510.5 | 0.3764
tap | 133 | 166.4 | 0.1227
-- state kept, by name (all words and copies together) (netlist names) --
| name | flops |
|---|---|
| d | 1 |
| ignore | 1 |
| timer | 23 |
-- worst paths after layout --
check / slack, ns / endpoint
hold / removal: 0.51 / timer[13]
setup / recovery: 1.06 / timer[18]
hold reg to reg: 0.51 / timer[13]
setup reg to reg: 1.06 / timer[18]
Power is estimated from default activity; no workload was simulated.
